===== flow/run.sh =====
#!/bin/bash
# OpenROAD 26Q1-2900-gdf79404cd8, Yosys 0.63+post, stock flow scripts
make -C /OpenROAD-flow-scripts/flow DESIGN_CONFIG=/design/flow/config.mk WORK_HOME=/design/flow/orfs finish

===== flow/config.mk =====
export PLATFORM = sky130hd
export DESIGN_NAME = adder_4
export DESIGN_NICKNAME = adder_4
export VERILOG_FILES = /design/flow/design.v
export SDC_FILE = /design/flow/constraint.sdc
export NUM_CORES = 4
export LEC_CHECK = 1
export CORE_AREA = 10 10 70 70
export DIE_AREA = 0 0 80 80

===== flow/constraint.sdc =====
current_design adder_4

set clk_period 3.7
set clk_io_pct 0.2

create_clock -name clk0 -period $clk_period

set non_clock_inputs [all_inputs -no_clocks]
set_input_delay [expr $clk_period * $clk_io_pct] -clock clk0 $non_clock_inputs
set_output_delay [expr $clk_period * $clk_io_pct] -clock clk0 [all_outputs]

===== flow/design.v =====
`timescale 1ns / 1ps
module adder(
    input ia, 
    input ib, 
    input cin, 
    output cout, 
    output sum 
);
    assign cout = (ia&ib) | (ia&cin) | (ib&cin);  
    assign sum = ia^ib^cin; 
endmodule
`timescale 1ns / 1ps
module adder_4(
    input [3:0] a, 
    input [3:0] b, 
    input cin, 
    output [3:0] s, 
    output cf 
);
    wire cout0,cout1,cout2;
    adder add1(a[0], b[0], cin, cout0, s[0]); 
    adder add2(a[1], b[1], cout0, cout1, s[1]); 
    adder add3(a[2], b[2], cout1, cout2, s[2]); 
    adder add4(a[3], b[3], cout2, cf, s[3]); 
endmodule

==> reports/notes.md <==
The run gives 0 um^2 for the register area. Each instance of the synthesized netlist takes up on average 8.20 um^2. The final report lists a non-filler cell total of 74.

The run gives 80 um for the floorplan die height. Recorded from the global router log, the overflow total was 0. With the area of placed instances at 315 um^2, the tally of buffers added on design ports is 14.

The post-synthesis cell area was 148 um^2; the floorplan die area was 0.00640 mm^2. By instance count after routing, the leading logic cell types are sky130_fd_sc_hd__clkdlybuf4s50_1, sky130_fd_sc_hd__inv_1, sky130_fd_sc_hd__inv_2, sky130_fd_sc_hd__fa_2, sky130_fd_sc_hd__dlygate4sd2_1. Ranked by total cell area, the synthesized netlist is headed by sky130_fd_sc_hd__fa_1, sky130_fd_sc_hd__inv_1, sky130_fd_sc_hd__buf_4. After floorplanning, the core was divided into 21 placement rows. The via count of the first global-routing pass came out at 117.

The leakage power total is 0.135 nW, and the part of the Yosys area used for sequential elements is 0%. STA classifies the critical path endpoint as a primary output. After detailed routing, the number of vias per cell comes to 1.59. Counting stages on the worst path, the most repeated cell is sky130_fd_sc_hd__fa_2.

The tools report the endpoint arrival time on the critical path as 2.86 ns. Slowest cell on the critical path: sky130_fd_sc_hd__fa_2. The largest net degree at the start of global routing is 2, and the per-cell routed wire length is 5.39 um. The number of placed instances, taps included, is 74. The run gives 80 um for the die extent in x.

The slack of the critical path is 0.0969 ns. The run finished with clean final reports. Looking at the setup timing report, the critical path kind is in -> out.

In this run, distinct cell masters in the synthesized netlist total 3. The run gives 0 for the max-slew violation count. The run gives 1 for the largest fanout on the critical path. For this block, the via count after detailed routing is 118.

Summed over its instances, the top area cell type makes up 54.2% of the synthesized netlist area. Setup repair after global routing left no endpoint under its margin. Once iteration 0 of detailed routing completed, the report listed 0 DRC markers.

Counting the clock-network buffers in the layout gives 0. Per the post-route antenna check, the number of violating nets is 0. Per the detailed-route log, wirelength across all metal layers totals 399 um. The synthesized netlist was found by Yosys to have 18 cells. Per the OpenROAD floorplan log, the area of the core is 0.00342 mm^2.

The logs give 1 for the number of detailed-routing iterations run before antenna repair and 0 for the initial antenna violation count. The signal on the critical path passes through clkdlybuf4s50_1 > inv_1 > fa_2 > inv_2 > fa_2 > fa_2 > inv_2 > fa_2 > inv_1 > dlygate4sd2_1. The end point of the worst hold path was cf. The tally of max-capacitance violations is 0. The library cell occupying the most area in the post-synthesis netlist is sky130_fd_sc_hd__fa_1. For the cts-stage hold buffer count, the log shows 0. For the top-level port count, the log shows 14. Total power normalized to cell area comes to 118 mW/mm^2. Post-route minimum period: 3.60 ns. The number of setup buffers added after CTS is 0. STA classifies the critical path startpoint as an input port. The number of sequential cells in the layout was 0. The path type of the worst min-delay path was in -> out.

Together, buffers and inverters on the worst path number 6. Share of the clock period used by the worst path: 97.4%. In this run the number of cells on the critical path is 10. The run gives 5 for the number of cells on the worst hold path.

Before placement the cells fill 4.32% of the core. Prior to clock tree synthesis, the placed netlist has a worst setup slack of -0.257 ns. The number of antenna diodes in the final layout is 0.

Global routing used 1.16% of the available tracks across all layers. Per the run report, area growth between synthesis and finish was 117%. The finished cells cover 320 um^2. Across all checked pins, the minimum headroom to the slew limit is 92.3%. Counting the warning lines in the Yosys log gives 0. At the pin with the least slew margin, the transition time is 0.115 ns. STA lists the startpoint of the worst hold path as b[3].

Summing internal, switching and leakage power gives 0.0378 mW. The gate count of the mapped netlist was 18; the detailed placer's ending HPWL was 395 um. The most common library cell in the layout ignoring fill and taps was sky130_fd_sc_hd__clkdlybuf4s50_1. The first global-routing pass estimated 572 um of wire. The critical path startpoint is b[0].

The run gives 2.96 ns as the required time at the worst-slack endpoint. The cell type group with the largest total delay on the critical path is adder cells. Summing over the stages, the warning tally comes to 32. The routed layout reports a DRC error count of 0.

For reference, the final report shows the hold violation count at 0. Based on the critical path, the design can be clocked at up to 0.278 GHz. The logs give 30.5 uV for the highest ir drop seen on vdd and 148 um^2 for the total cell area reported by yosys after synthesis. At the end of routability-driven placement, the weighted congestion stood at 0.759.

The largest single stage delay on the critical path is 0.42 ns. In the final layout, the share of cells above drive strength 1 is 28.6%. Setup violations remaining at the end of the flow were counted as 0.
power breakdown:
group	total (mW)	internal [mW]	switching, mW
registers	0	0	0
logic	0.0378	0.0258	0.0121
clock network	0	0	0
total	0.0378	0.0258	0.0121
cells by family after synthesis:
logic type / Yosys count / share of synthesized area [%]
buffers and inverters: 14 / 45.8
adders and majority gates: 4 / 54.2
stage by stage:
step           utilization [%]  hold slack (ns)  setup TNS, ns
2_1_floorplan                -             1.70              0
3_3_place_gp              9.23             2.52         -0.297
3_5_place_dp              9.23             2.52         -0.342
4_1_cts                   9.38             2.38              0
5_1_grt                   9.38             2.44              0
6_report                  9.38             2.37              0
layout make-up:
cell class | instances | area (um^2)
inverters | 10 | 37.5
multi-input cells | 4 | 90.1
fillers | 410 | 3100
well taps | 46 | 57.6
repair buffers | 14 | 135
layer usage:
layer | vias to the layer above | share of wire [%] | GRT usage (%)
met5 | - | 0 | 0
met4 | 0 | 0 | 0
met3 | 0 | 25 | 0.909
met2 | 14 | 18 | 0.803
met1 | 44 | 57 | 2.14
li1 | 60 | - | -
worst max path at each step:
| stage | to | slack, ns |
|---|---|---|
| after CTS | s[3] | 0.03 |
| after global routing | s[3] | 0.02 |
| final | s[3] | 0.1 |
cells in the mapped netlist:
cell type / n
sky130_fd_sc_hd__inv_1: 10
sky130_fd_sc_hd__buf_4: 4
sky130_fd_sc_hd__fa_1: 4
repair_timing:
item,in CTS,in global routing
endpoints found under the setup margin,2,1
gates resized,12,0
pin swaps,4,2
Power and IR drop assume default switching activity.
